<file path="config.mk">
export PLATFORM = sky130hd
export DESIGN_NAME = ALU
export DESIGN_NICKNAME = ALU
export VERILOG_FILES = /design/flow/design.v
export SDC_FILE = /design/flow/constraint.sdc
export NUM_CORES = 4
export LEC_CHECK = 1
export CORE_UTILIZATION = 40
</file>
<file path="constraint.sdc">
current_design ALU

set clk_period 1.0
set clk_io_pct 0.2

create_clock -name clk0 -period $clk_period [get_ports {CLK}]

set non_clock_inputs [all_inputs -no_clocks]
set_input_delay [expr $clk_period * $clk_io_pct] -clock clk0 $non_clock_inputs
set_output_delay [expr $clk_period * $clk_io_pct] -clock clk0 [all_outputs]
</file>
<file path="design.v">
module ALU #( parameter OPER_WIDTH = 8,
                        OUT_WIDTH = OPER_WIDTH*2
)
(
  input wire [OPER_WIDTH-1:0] A, 
  input wire [OPER_WIDTH-1:0] B,
  input wire                  EN,
  input wire [3:0]            ALU_FUN,
  input wire                  CLK,
  input wire                  RST,  
  output reg [OUT_WIDTH-1:0]  ALU_OUT,
  output reg                  OUT_VALID  
);
  reg [OUT_WIDTH-1:0] ALU_OUT_Comb;
  reg                 OUT_VALID_Comb;
always @(posedge CLK or negedge RST)
 begin
  if(!RST)
   begin
    ALU_OUT   <= 'b0 ;
    OUT_VALID <= 1'b0 ;	
   end
  else 
   begin  
    ALU_OUT   <= ALU_OUT_Comb ;
    OUT_VALID <= OUT_VALID_Comb ;
   end	
 end  
always @(*)
 begin
   OUT_VALID_Comb = 1'b0 ;
   ALU_OUT_Comb   = 'b0 ;
   if(EN)
    begin   
	 OUT_VALID_Comb = 1'b1 ;
     case (ALU_FUN) 
     4'b0000: begin
               ALU_OUT_Comb = A+B;
              end
     4'b0001: begin
               ALU_OUT_Comb = A-B;
              end
     4'b0010: begin
               ALU_OUT_Comb = A*B;
              end
     4'b0011: begin
               ALU_OUT_Comb = A/B;
              end
     4'b0100: begin
               ALU_OUT_Comb = A & B;
              end
     4'b0101: begin
               ALU_OUT_Comb = A | B;
              end
     4'b0110: begin
               ALU_OUT_Comb = ~ (A & B);
              end
     4'b0111: begin
               ALU_OUT_Comb = ~ (A | B);
              end     
     4'b1000: begin
               ALU_OUT_Comb =  (A ^ B);
              end
     4'b1001: begin
               ALU_OUT_Comb = ~ (A ^ B);
              end           
     4'b1010: begin
              if (A==B)
                 ALU_OUT_Comb = 'b1;
              else
                 ALU_OUT_Comb = 'b0;
              end
     4'b1011: begin
               if (A>B)
                 ALU_OUT_Comb = 'b10;
               else
                 ALU_OUT_Comb = 'b0;
              end 
     4'b1100: begin
               if (A<B)
                 ALU_OUT_Comb = 'b11;
               else
                 ALU_OUT_Comb = 'b0;
              end     
     4'b1101: begin
               ALU_OUT_Comb = A>>1;
              end
     4'b1110: begin 
               ALU_OUT_Comb = A<<1;
              end
    default: begin
               ALU_OUT_Comb = 'b0;
             end
    endcase
   end
  else
   begin
	 OUT_VALID_Comb = 1'b0 ;
   end   
 end  
endmodule
</file>
<file path="run.sh">
#!/bin/bash
# OpenROAD 26Q1-2900-gdf79404cd8, Yosys 0.63+post, stock flow scripts
make -C /OpenROAD-flow-scripts/flow DESIGN_CONFIG=/design/flow/config.mk WORK_HOME=/design/flow/orfs finish
</file>
==> qor.csv <==
stage,metric,value,unit
power_and_ir_drop,switching fraction of total power,43.6,%
logic_synthesis,number of enable flip-flop cells,0,
final_timing,Fmax,41.7,MHz
floorplan,io pins,40,
grt,initial antenna violation count,0,
power_and_ir_drop,clock power share,1.4,%
status,violated checks,setup timing,
critical_path,CP startpoint,B[0],
final_timing,pins over their slew limit,0,
run,Max Cap Viol,0,
critical_path,CP most frequent cell,buf_4,
cells_and_area,fill cell count,1746,
grt,first-pass GRT wire length,55700,um
floorplan,Starting Density,40.8,%
final_timing,Fin Hold WS,0.283,ns
status,status,finished with violations,
floorplan,height of the die,156,um
logic_synthesis,Post-Syn Area,9540,um^2
critical_path,crit-path max FO,8,
cts,CTS tree,yes,
logic_synthesis,"FFs w/ async S/R, synth",100,%
routing,Vias/cell,5.39,
routing,number of diodes,0,
placed_design,DP HPWL,26200,um
routing,antenna-violating nets left,0,
floorplan,die area,24500,um^2
logic_synthesis,cell count after synthesis,1271,
final_timing,relative slew slack,51.7,%
placed_design,GP Congestion,1.01,
final_timing,count of final setup violators,16,
cts,total CTS buffers,3,
final_timing,RSZ-0062 raised after global routing,yes,
critical_path,"Arr. time, crit path",24.10,ns
critical_path,slowest CP cell,or4_4,
cells_and_area,"non-filler cells, final",2189,
logic_synthesis,Syn Area/Cell,7.51,um^2
logic_synthesis,Yosys top cell by area,ha_1,
critical_path,crit end category,register,
power_and_ir_drop,Leak,0.00806,uW
critical_path,CP required,1.13,ns
cts,H-tree depth,1,
power_and_ir_drop,Net Sw Power,26200,uW
critical_path,crit path to,ALU_OUT[0],
power_and_ir_drop,Combinational Power Share,97.2,%
grt,vias in the first global route,11100,
cells_and_area,share of layout cells above drive strength 1,45.2,%
cells_and_area,Top Layout Cells,"buf_4 (550), ha_1 (130), nor2_1 (118)",
logic_synthesis,synthesis warning total,1,
logic_synthesis,post-synth top area share,21.2,%
run,Log Warnings,47,
power_and_ir_drop,cell internal pwr,33900,uW
routing,drt pass-1 iters,5,
worst_hold_path,Hold WC Path Type,input port to asynchronous set/reset pin,
final_timing,setup slack after layout,-22.97,ns
floorplan,core area,23400,um^2
cells_and_area,final core occ,68.3,%
final_timing,final hold violation count,0,
power_and_ir_drop,Reg power frac,1.4,%
logic_synthesis,library cells used by synthesis,100,
logic_synthesis,Synth Register Bits,17,
final_timing,Period minus WS final,23.97,ns
cells_and_area,register area,425,um^2
logic_synthesis,Post-synth seq share,4.46,%
logic_synthesis,Yosys chip area,9540,um^2
power_and_ir_drop,worst vdd ir,8.90,mV
cells_and_area,Commonest Layout Cell,buf_4,
logic_synthesis,most used flip-flop cell,dfrtp_1,
grt,total track usage,29.3,%
cells_and_area,footprint of the multi-input gates,9700,um^2
floorplan,DIE WIDTH,156,um
cts,cts hold-fix bufs,0,
floorplan,row cnt,56,
critical_path,Setup crit start kind,input port,
power_and_ir_drop,pwr dens,3760,nW/um^2
routing,DR iter-0 viols,799,
grt,largest net degree at the start of global routing,28,
final_timing,Worst-Margin Slew,0.715,ns
grt,total global routing overflow,0,
final_timing,Final Cycle Share,2400,%
routing,DRC viols,0,
routing,Routed WL,35900,um
cts,clock transition at the registers of the reported paths,0.06,ns
cts,Root Buffer,clkbuf_16,
cts,clk buf depth,2,
routing,DR WL/cell,16.4,um
critical_path,Crit Path Category,input port to register,
routing,via count,11800,
cells_and_area,P&R area growth vs syn,67.5,%
logic_synthesis,number of cells in Yosys stat,1271,
critical_path,CP peak stage delay,0.54,ns
placed_design,placed cell count,2037,
placed_design,# port buffers,39,
cts,CTS sink cnt,17,
logic_synthesis,Top area cell types,"ha_1 (21%), fa_1 (8.0%), nor2_1 (5.3%)",
[synthesized netlist by cell type (all sizes together) (8+ instances only)]
| cell | n |
|---|---|
| ha | 162 |
| nor2 | 135 |
| nand2 | 109 |
| a21oi | 98 |
| inv | 92 |
| o21ai | 63 |
| nor3 | 49 |
| o21a | 44 |
| xnor2 | 42 |
| fa | 38 |
| a21o | 32 |
| clkbuf | 30 |
| nand3 | 24 |
| nand2b | 22 |
| xor2 | 22 |
| mux2 | 21 |
| o31ai | 19 |
| dfrtp | 17 |
| or3 | 15 |
| a31oi | 14 |
| buf | 14 |
| or2 | 14 |
| nor4 | 13 |
| o21bai | 12 |
| a221oi | 10 |
| nand4 | 10 |
| o211ai | 9 |
| a211o | 8 |
| a22oi | 8 |
| and2 | 8 |
| mux2i | 8 |
| nor2b | 8 |
| o221ai | 8 |
| o22ai | 8 |
[metrics by stage]
stage                     setup TNS (ns)  total power, uW  area (um^2)  worst slack [ns]
after floorplan                  -161.15            30600        10100            -23.64
after global placement           -170.18            47800        14000            -23.40
after detailed placement         -172.51            48000        14000            -23.81
after CTS                        -156.22            57900        15100            -22.30
after global routing             -166.49            63900        16000            -24.14
final                            -158.38            60100        16000            -22.97
[cell type report]
class                      instances  share of cell area (%)
multi-input combinational       1123                    60.7
timing repair buffer             632                    31.3
sequential                        17                    2.66
tap                              319                    2.50
inverter                          94                    2.33
clock buffer                       4                   0.493
[cells by family after synthesis]
kind of cell             Yosys count  share of synthesized area (%)
other                              1                         0.0393
XOR/XNOR                          64                           5.87
flip-flops                        17                           4.46
buffers and inverters            138                           5.74
AND-OR/OR-AND                    399                           29.9
AND/OR/NAND/NOR                  423                           21.1
adder cells (fa/ha/maj)          200                           29.2
multiplexers                      29                           3.74
[worst max-delay path, delay by kind of cell]
family | cells | cell delay [ns]
compound gates | 54 | 8.51
buf+inv | 54 | 6.78
simple gates | 30 | 4.88
fa+ha+maj | 11 | 2.81
mux | 4 | 0.89
[sequential cells by signal, summed over array words and instances (netlist names)]
| register | flops |
|---|---|
| ALU_OUT | 16 |
| OUT_VALID | 1 |
[what timing repair did]
item | in CTS | in global routing
pin swaps | 67 | 51
resized | 108 | 142
buffers inserted | 96 | 52
endpoints found under the setup margin | 33 | 24
[per-layer routing]
metal | global-route usage [%] | routed length [um] | vias up
li1 | - | - | 5867
met1 | 40.5 | 16900 | 5514
met2 | 47.4 | 16100 | 330
met3 | 4.62 | 1780 | 85
met4 | 8.40 | 1240 | 0
met5 | 0 | 0 | -
[power by group through the flow]
| stage | clock [uW] | sequential [uW] | combinational, uW |
|---|---|---|---|
| after CTS | 836 | 821 | 56300 |
| final | 842 | 816 | 58500 |
| after global routing | 873 | 822 | 62200 |
[worst min-delay path by stage]
| stage | endpoint | slack, ns | cells after the start |
|---|---|---|---|
| CTS | ALU_OUT[0] | 0.29 | 2 |
| finish | ALU_OUT[1] | 0.28 | 2 |
| global route | OUT_VALID | 0.30 | 2 |
No activity file was given, so power comes from the tool's default toggle rates.
