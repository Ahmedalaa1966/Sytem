==> design.v <==
module RegFile #(parameter WIDTH = 8, DEPTH = 16, ADDR = 4 )
(
input    wire                CLK,
input    wire                RST,
input    wire                WrEn,
input    wire                RdEn,
input    wire   [ADDR-1:0]   Address,
input    wire   [WIDTH-1:0]  WrData,
output   reg    [WIDTH-1:0]  RdData,
output   reg                 RdData_VLD,
output   wire   [WIDTH-1:0]  REG0,
output   wire   [WIDTH-1:0]  REG1,
output   wire   [WIDTH-1:0]  REG2,
output   wire   [WIDTH-1:0]  REG3
);
integer I ; 
reg [WIDTH-1:0] regArr [DEPTH-1:0] ;    
always @(posedge CLK or negedge RST)
 begin
   if(!RST)   
    begin
	 RdData_VLD <= 1'b0 ;
	 RdData     <= 'b0 ;
      for (I=0 ; I < DEPTH ; I = I +1)
        begin
		 if(I==2)
          regArr[I] <= 'b100000_01 ;
		 else if (I==3) 
          regArr[I] <= 'b0010_0000 ;
         else
          regArr[I] <= 'b0 ;		 
        end
     end
   else if (WrEn && !RdEn)  
     begin
      regArr[Address] <= WrData ;
     end
   else if (RdEn && !WrEn)  
     begin    
       RdData <= regArr[Address] ;
	   RdData_VLD <= 1'b1 ;
     end  
   else
     begin
	   RdData_VLD <= 1'b0 ;
     end	 
  end
assign REG0 = regArr[0] ;
assign REG1 = regArr[1] ;
assign REG2 = regArr[2] ;
assign REG3 = regArr[3] ;
endmodule
==> run.sh <==
#!/bin/bash
# OpenROAD 26Q1-2900-gdf79404cd8, Yosys 0.63+post, stock flow scripts
make -C /OpenROAD-flow-scripts/flow DESIGN_CONFIG=/design/flow/config.mk WORK_HOME=/design/flow/orfs finish
==> config.mk <==
export PLATFORM = sky130hd
export DESIGN_NAME = RegFile
export DESIGN_NICKNAME = RegFile
export VERILOG_FILES = /design/flow/design.v
export SDC_FILE = /design/flow/constraint.sdc
export NUM_CORES = 4
export LEC_CHECK = 1
export CORE_UTILIZATION = 50
==> constraint.sdc <==
current_design RegFile

set clk_period 1.6
set clk_io_pct 0.2

create_clock -name clk0 -period $clk_period [get_ports {CLK}]

set non_clock_inputs [all_inputs -no_clocks]
set_input_delay [expr $clk_period * $clk_io_pct] -clock clk0 $non_clock_inputs
set_output_delay [expr $clk_period * $clk_io_pct] -clock clk0 [all_outputs]
==> impl_metrics.py <==
# Flow results
metrics = {
    "global_route": {
        "use_met1": 0.446,
        "grt_util_met2": 0.430,
        "grt_pass1_vias": 4535,
        "gr-usage-met3": 0.0539,
        "grt-ovfl-total": 0,
        "grt.total_usage": 0.280,
        "grt_pass1_wl_mm": 25.8,
        "busiest_layer": "met1",
        "antenna_found_initial": 0,
        "grt_max_degree": 49,
    },
    "final_timing": {
        "hold_viol_final": 0,
        "setup_viol": 0,
        "tns_ns": 0,
        "tightest_slew_ns": 0.538,
        "relSlewSlack": 0.640,
        "min_period_over_period": 0.982,
        "clock_skew_ns": 0.00656,
        "fmax_mhz": 636,
        "period_needed_ns": 1.57,
        "slew_violations": 0,
    },
    "detailed_routing": {
        "vias": 4599,
        "vias_per_cell": 5.64,
        "drc": 0,
        "drtIter0Drc": 189,
        "drt-total-wl_mm": 16.6,
        "diodes": 0,
        "drtAntennaViolNets": 0,
        "wl_per_cell_um": 20.4,
        "dr.pass1.iters": 4,
    },
    "logic_synthesis": {
        "avgSynthCellArea_um2": 13.3,
        "edf_count": 0,
        "ys_cells": 472,
        "async_flop_share": 1.00,
        "syn_area_um2": 6300,
        "yosys-stat-area_um2": 6300,
        "synthCells": 472,
        "seq_area_frac_synth": 0.545,
        "synth_flops": 137,
        "ys_types": 41,
        "synthFlopType": "dfrtp_1",
        "synth_warnings": 2,
    },
    "clocking": {
        "insertion_delay_ns": 0.42,
        "clock_sinks": 137,
        "cts_max_path_buffers": 2,
        "root_buffer": "clkbuf_16",
        "cts_tree": "done",
        "clk_pin_slew_ns": 0.06,
        "cts_buffers": 17,
        "h-tree-depth": 4,
    },
    "setup_path": {
        "required_ns": 1.28,
        "critPathTopFamily": "buffers and inverters",
        "crit_chain": "clkdlybuf4s50_1",
        "crit_fanout": 2,
        "critPathMaxStageDelay_ns": 0.47,
        "startpoint_type": "register",
        "cp.buffers_inverters": 1,
        "critPathKind": "register to primary output",
        "arrival_ns": 1.25,
        "end_kind": "primary output",
        "critPathSlowestCell": "clkdlybuf4s50_1",
    },
    "die": {
        "core_area_um2": 12200,
        "die-width_um": 114,
        "initCoreUtil": 0.518,
        "die_y_um": 114,
        "row_count": 40,
        "io_pins": 57,
        "chip_area_um2": 13000,
    },
    "placement": {
        "dp.cells": 743,
        "io_buffer_count": 56,
        "dp_hpwl_mm": 11.3,
        "place.gp.congestion": 0.880,
    },
    "finish": {
        "final_layout_size_suffix_gt1_frac": 0.509,
        "layout_top_cell": "dfrtp_1",
        "lay_top_cells": "134 x dfrtp_1, 129 x mux2_2, 90 x buf_4, 35 x clkdlybuf4s50_1",
        "post_layout_nonfiller_instances": 816,
        "syn2layout_area_growth_pct": 42.4,
    },
    "pwr": {
        "peakVddDrop_v": 0.000913,
        "power.leakage_nw": 4.19,
        "power_density_nw_per_um2": 1160,
        "p_total_w": 0.0104,
    },
    "flow_run": {
        "cap_viol_max_count": 0,
        "warnings": 27,
    },
    "worst_hold_path": {
        "hold_class": "primary input to register",
    },
    "run_status": {
        "status": "complete, no violations",
    },
}
==> layout make-up <==
class | count | area, um^2
Fill cell | 817 | 3190
Timing Repair Buffer | 176 | 1790
Multi-Input combinational cell | 301 | 2940
Clock buffer | 25 | 495
Tap cell | 168 | 210
Sequential cell | 137 | 3430
Clock inverter | 7 | 91.3
Inverter | 2 | 7.51
==> synth_stat cells (3+ instances only) <==
library cell | number | share of area
nor2_1 | 7 | 0.0042
nor2_2 | 3 | 0.0030
dfstp_2 | 3 | 0.013
nand3_1 | 9 | 0.0072
buf_4 | 7 | 0.0083
o22ai_1 | 15 | 0.015
nor3_2 | 4 | 0.0064
o21ai_0 | 12 | 0.0095
nor2b_1 | 8 | 0.0079
mux2_2 | 129 | 0.23
a22o_1 | 6 | 0.0083
a21oi_1 | 9 | 0.0072
nand2_1 | 22 | 0.013
clkbuf_1 | 19 | 0.011
buf_2 | 4 | 0.0032
nor3_1 | 3 | 0.0024
and3_1 | 3 | 0.0030
nand2b_1 | 6 | 0.0060
a221oi_1 | 11 | 0.015
mux4_2 | 5 | 0.018
mux2i_1 | 22 | 0.035
dfrtp_1 | 134 | 0.53
a31oi_1 | 9 | 0.0089
==> where the power goes <==
part,internal (W),switching (W)
clock network,0.00245,0.00139
logic,0.00134,0.000746
registers,0.00414,0.000364
total,0.00793,0.00250
==> path summary, 6_finish.rpt <==
kind	from	endpoint	slack, ns	cells past startpoint
hold reg to reg	RdData_VLD	RdData_VLD	0.48	2
max in group asynchronous	RST	regArr[12][0]	0.84	3
hold / removal	RdEn	RdData_VLD	0.47	6
setup reg to reg	regArr[7][6]	RdData[6]	0.10	6
setup / recovery	RdData[5]	RdData[5]	0.03	1
min in group asynchronous	RST	regArr[3][5]	0.48	2
==> flip-flops by register name, summed over array words and instances, names as in the netlist <==
name	cells
RdData_VLD	1
regArr	128
RdData	8
==> metrics by stage <==
step	worst slack [ns]	area (um^2)	hold slack (ns)	util
4_1_cts	-0.00841	8580	0.474	0.705
6_report	0.0289	8970	0.466	0.737
3_3_place_gp	-0.713	7720	0.228	0.635
5_1_grt	-0.0147	8970	0.476	0.737
2_1_floorplan	0.000750	6310	0.0244	-
3_5_place_dp	-0.684	7720	0.232	0.635
==> cells by family after synthesis <==
group,count (synthesis),share of synthesized area
AND-OR/OR-AND,72,0.0787
AND/OR/NAND/NOR,72,0.0636
buffers and inverters,34,0.0276
multiplexers,157,0.285
flip-flops,137,0.545
==> metal layers <==
metal | share of wire | vias to the layer above
met5 | 0 | -
met2 | 0.47 | 114
met1 | 0.45 | 2366
met4 | 0.025 | 0
li1 | - | 2095
met3 | 0.050 | 24
==> timing repair <==
item | 4_1_cts | 5_1_grt
hold buffers | 2 | 0
setup buffers | 13 | 23
setup endpoints to repair | 109 | 132
cloned | 1 | 2
hold endpoints to repair | 29 | 0
resized | 39 | 37
pin swaps | 7 | 6
Power is estimated from default activity; no workload was simulated.
