==> design/flow/design.v <==
module DF_Sync #(
  parameter DATA_SIZE = 2                          
)
  (
    input                           sync_clk ,
    input                           sync_rstn ,
    input       [DATA_SIZE-1:0]     unsync_ip ,
    output  reg [DATA_SIZE-1:0]     sync_op
  ) ;
reg [DATA_SIZE-1:0]  meta_flop ;
always @ (posedge sync_clk or negedge sync_rstn)
 begin
  if(!sync_rstn)
   begin
    meta_flop   <= 0 ;
    sync_op  <= 0 ;
   end
 else
  begin
    meta_flop  <= unsync_ip ;
    sync_op  <= meta_flop ;
  end
 end
endmodule
module Async_fifo #(
  parameter D_SIZE = 8 ,                          
  parameter A_SIZE = 3  ,                          
  parameter P_SIZE = 4  ,                          
  parameter F_DEPTH = 8                            
)
 (
   input                    i_w_clk,               
   input                    i_w_rstn,              
   input                    i_w_inc,               
   input                    i_r_clk,               
   input                    i_r_rstn,              
   input                    i_r_inc,               
   input   [D_SIZE-1:0]     i_w_data,              
   output  [D_SIZE-1:0]     o_r_data,              
   output                   o_full,                
   output                   o_empty                
);
wire [A_SIZE-1:0] r_addr , w_addr ;
wire [P_SIZE-1:0] w2r_ptr , r2w_ptr ;
wire [P_SIZE-1:0] gray_w_ptr , gray_rd_ptr ;
fifo_mem #(.F_DEPTH(F_DEPTH), .A_SIZE(3), .D_SIZE(8), .P_SIZE(4) )  u_fifo_mem (
.w_clk(i_w_clk),              
.w_rstn(i_w_rstn),
.w_inc(i_w_inc),                             
.w_full(o_full),              
.w_addr(w_addr),            
.r_addr(r_addr),
.w_data(i_w_data),                        
.r_data(o_r_data)
); 
DF_Sync #(.DATA_SIZE(4)) u_w2r_sync
(
.sync_clk(i_r_clk) ,
.sync_rstn(i_r_rstn) ,
.unsync_ip(gray_w_ptr) ,
.sync_op(w2r_ptr)
);
fifo_wr u_fifo_wr (            
.w_clk(i_w_clk),              
.w_rstn(i_w_rstn),             
.w_inc(i_w_inc),            
.sync_rd_ptr(r2w_ptr),                
.w_addr(w_addr),            
.gray_w_ptr(gray_w_ptr),        
.full(o_full)
);               
fifo_rd u_fifo_rd (
.r_clk(i_r_clk),              
.r_rstn(i_r_rstn),             
.r_inc(i_r_inc),              
.sync_wr_ptr(w2r_ptr),                
.rd_addr(r_addr),            
.gray_rd_ptr(gray_rd_ptr),        
.empty(o_empty)
);
DF_Sync #(.DATA_SIZE(4)) u_r2w_sync
(
.sync_clk(i_w_clk) ,
.sync_rstn(i_w_rstn) ,
.unsync_ip(gray_rd_ptr) ,
.sync_op(r2w_ptr)
);
endmodule
module fifo_mem #(
  parameter A_SIZE = 3 ,                         
  parameter D_SIZE = 8 ,                        
  parameter F_DEPTH = 8 ,                        
  parameter P_SIZE = 4                           
)
  (   
   input                    w_clk,               
   input                    w_rstn,              
   input                    w_full,              
   input                    w_inc,               
   input   [A_SIZE-1:0]     w_addr,              
   input   [A_SIZE-1:0]     r_addr,              
   input   [D_SIZE-1:0]     w_data,              
   output  [D_SIZE-1:0]     r_data               
  );
reg [F_DEPTH-1:0] i ;
reg [D_SIZE-1:0] FIFO_MEM [F_DEPTH-1:0] ;
always @(posedge w_clk or negedge w_rstn)
 begin
  if(!w_rstn)
   begin 
    for(i=0;i<F_DEPTH;i=i+1) 
     FIFO_MEM[i] <= {D_SIZE{1'b0}} ;
   end
 else if (!w_full && w_inc)
    FIFO_MEM[w_addr] <= w_data ;
 end
assign r_data = FIFO_MEM[r_addr] ;
endmodule
module fifo_rd #(
  parameter P_SIZE = 4                           
)
  (
   input  wire                     r_clk,               
   input  wire                     r_rstn,              
   input  wire                     r_inc,               
   input  wire   [P_SIZE-1:0]      sync_wr_ptr,         
   output wire   [P_SIZE-2:0]      rd_addr,             
   output wire                     empty,               
   output reg    [P_SIZE-1:0]      gray_rd_ptr          
);
reg [P_SIZE-1:0]  rd_ptr ;
wire [P_SIZE-1:0]  comb_gray_rd_ptr ;
assign comb_gray_rd_ptr = rd_ptr ^ (rd_ptr >> 1);
always @(posedge r_clk or negedge r_rstn)
 begin
  if(!r_rstn)
   begin
    rd_ptr <= 0 ;
   end
 else if (!empty && r_inc)
    rd_ptr <= rd_ptr + 1 ;
 end
assign rd_addr = rd_ptr[P_SIZE-2:0] ;
always @(posedge r_clk or negedge r_rstn)
begin
 if(!r_rstn)
   begin
    gray_rd_ptr <= 0 ;
   end
 else 
  begin
   gray_rd_ptr <= comb_gray_rd_ptr;
  end
 end
assign empty = (sync_wr_ptr == comb_gray_rd_ptr) ;
endmodule
module fifo_wr #(
  parameter P_SIZE = 4                           
)
  (
   input  wire                    w_clk,               
   input  wire                    w_rstn,              
   input  wire                    w_inc,               
   input  wire  [P_SIZE-1:0]      sync_rd_ptr,         
   output wire  [P_SIZE-2:0]      w_addr,              
   output reg   [P_SIZE-1:0]      gray_w_ptr,          
   output wire                    full                 
);
reg [P_SIZE-1:0]  w_ptr ;
wire [P_SIZE-1:0]  comb_gray_w_ptr ;
assign comb_gray_w_ptr = w_ptr ^ (w_ptr >> 1);
always @(posedge w_clk or negedge w_rstn)
 begin
  if(!w_rstn)
   begin
    w_ptr <= 0 ;
   end
 else if (!full && w_inc)
    w_ptr <= w_ptr + 1 ;
 end
assign w_addr = w_ptr[P_SIZE-2:0] ;
always @(posedge w_clk or negedge w_rstn)
 begin
  if(!w_rstn)
   begin
    gray_w_ptr <= 0 ;
   end
 else
  begin
   gray_w_ptr <= comb_gray_w_ptr;
  end
 end
assign full = (sync_rd_ptr[P_SIZE-1]!= comb_gray_w_ptr[P_SIZE-1] && sync_rd_ptr[P_SIZE-2]!= comb_gray_w_ptr[P_SIZE-2] && sync_rd_ptr[P_SIZE-3:0]== comb_gray_w_ptr[P_SIZE-3:0]) ;
endmodule
==> design/flow/run.sh <==
#!/bin/bash
# OpenROAD 26Q1-2900-gdf79404cd8, Yosys 0.63+post, stock flow scripts
make -C /OpenROAD-flow-scripts/flow DESIGN_CONFIG=/design/flow/config.mk WORK_HOME=/design/flow/orfs finish
==> design/flow/config.mk <==
export PLATFORM = sky130hd
export DESIGN_NAME = Async_fifo
export DESIGN_NICKNAME = Async_fifo
export VERILOG_FILES = /design/flow/design.v
export SDC_FILE = /design/flow/constraint.sdc
export NUM_CORES = 4
export LEC_CHECK = 1
export CORE_UTILIZATION = 40
==> design/flow/constraint.sdc <==
current_design Async_fifo

set clk_period 2.6
set clk_io_pct 0.2

create_clock -name clk0 -period $clk_period [get_ports {i_r_clk}]
create_clock -name clk1 -period $clk_period [get_ports {i_w_clk}]

set non_clock_inputs [all_inputs -no_clocks]
set_input_delay [expr $clk_period * $clk_io_pct] -clock clk0 $non_clock_inputs
set_output_delay [expr $clk_period * $clk_io_pct] -clock clk0 [all_outputs]
==> summary.log <==
qor: pwr.power_total 7.79 mW
qor: global_route.grt_antenna_before_repair 0
qor: placed_design.io_buffers 22
qor: global_route.grt-ovfl-total 0
qor: placed_design.pre_cts_slack -0.0506 ns
qor: final_timing.final-hold-violation-count 0
qor: route.drt_iter0_drc 113
qor: synthesis.yosys-stat-area 4230 µm²
qor: status.run_status finished, final reports clean
qor: setup_path.crit_required 2.08 ns
qor: synthesis.yosysWarningCount 5
qor: synthesis.synth.cellmix.simpleShare 4.35%
qor: setup_path.critical_path.max_fanout 5
qor: placed_design.gp_routability_congestion 0.777
qor: floorplanning.floorplanUtilization 41.2%
qor: clock_tree.tritoncts_num_sinks 96
qor: synthesis.distinct_lib_cells 32
qor: floorplanning.top_level_ports 24
qor: cells_and_area.final_cells 498
qor: route.drc_errors 0
qor: final_timing.drv_slew 0
qor: final_timing.post-route-worst-setup-slack 0.00489 ns
qor: synthesis.synth.ff_latch_count 96
qor: cells_and_area.final-comb-area 1920 µm²
qor: route.first_pass_iters 6
qor: final_timing.timing.setup.tns 0 ns
qor: pwr.power.static_leakage 2.39 nW
qor: synthesis.postSynthSeqShare 56.8%
qor: global_route.grt_use_total 18.5%
qor: synthesis.postSynthAreaPerCell 14.6 µm²
qor: cells_and_area.seqCellArea 2410 µm²
qor: floorplanning.placementRows 37
qor: floorplanning.die_footprint 11000 µm²
qor: global_route.vias_in_the_first_global_route 2742
qor: clock_tree.cts_hold_repair.buffers 0
qor: synthesis.aoi_share 7.51%
qor: cells_and_area.nFillCells 849
qor: final_timing.timing.max_slew.rel_slack 54.5%
qor: placed_design.dp_hpwl 5600 µm
qor: route.detail_route.vias_per_cell 5.19
qor: cells_and_area.layout_top_cell_excl_fill_tap sky130_fd_sc_hd__dfrtp_1
qor: final_timing.worst_pin_slew 0.680 ns
qor: cells_and_area.most_used_cells_in_the_layout_excluding_fill_and_tap_cells 93 x sky130_fd_sc_hd__dfrtp_1, 35 x sky130_fd_sc_hd__buf_4, 34 x sky130_fd_sc_hd__mux2_2
qor: synthesis.yosys-stat-cells 289
qor: floorplanning.die_y 105 µm
qor: cells_and_area.largest_register_ffs 64
qor: final_timing.grt_setup_unrepaired true
qor: flow_run.warning_count 36
qor: flow_run.drv_cap 0
qor: min_path.min_path_type in2async
qor: synthesis.yosys-mux-area-fraction 21.1%
qor: global_route.grt_start_max_net_pins 47
qor: global_route.grt_first_pass_wirelength 14900 µm
qor: route.routedWlPerCell 18.4 µm
qor: floorplanning.core_area 10300 µm²
qor: final_timing.finalSetupViolCount 0
qor: final_timing.timing.hold.ws 0.173 ns
qor: setup_path.critical_path.startpoint_type flip-flop
qor: synthesis.syn-instance-count 289
qor: cells_and_area.post_route_cells_drive_above_1_share 48.3%
qor: pwr.power.density_cell_area 1440 nW/µm²
qor: route.drt.antenna.violating_nets 0
qor: cells_and_area.postLayoutCoreUtil 52.8%
qor: route.num_vias 2587
qor: cells_and_area.max_flop_register u_fifo_mem.FIFO_MEM
qor: final_timing.timing.clock.skew 0.0114 ns
qor: clock_tree.clk_pin_slew 0.09 ns
qor: cells_and_area.postLayoutCellArea 5420 µm²
qor: clock_tree.cts_tree yes
qor: setup_path.critical_path.reg2reg.startpoint u_fifo_wr.w_ptr[2]$_DFFE_PN0P_
qor: cells_and_area.area_growth_syn_to_layout 28.1%
qor: route.route.antenna.diode_count 0
qor: pwr.ir_worst_vdd 0.443 mV
qor: setup_path.worstPathArrival 2.08 ns
qor: setup_path.worstSetupPathType reg2out
qor: floorplanning.die_span_in_x 105 µm
qor: setup_path.critPathLaunch u_fifo_rd.rd_ptr[1]$_DFFE_PN0P_
qor: placed_design.post-place-cells 457
qor: setup_path.end_kind output port
qor: synthesis.xor_xnor_fraction_of_synth_area 3.04%
qor: synthesis.syn_area 4230 µm²
qor: synthesis.yosys.area_share.adder 4.14%
qor: placed_design.postPlaceCellArea 4730 µm²
qor: synthesis.logic_family multiplexers
qor: route.totalWireLength 9190 µm
[synth_stat cells (all sizes together)]
cell type	instances	area, µm²
and3	6	47.5
ha	14	175
mux2i	3	30.0
a31oi	1	6.26
nand2	10	37.5
a22o	5	43.8
a21oi	6	30.0
clkbuf	9	33.8
nor2	10	37.5
and2	3	18.8
xnor2	9	78.8
a221oi	6	52.6
o2111ai	1	8.76
xor2	3	26.3
o21ai	2	10.0
dfrtp	96	2400
xor3	1	23.8
nand3	2	15.0
nor2b	2	12.5
and4	1	8.76
mux2	66	863
nor4	1	6.26
inv	7	26.3
a222oi	8	80.1
buf	8	71.3
a32oi	3	26.3
a41oi	6	60.1
[cells by family (layout without fill, tap and decap cells)]
logic type,after synthesis,in the layout
flip-flops,96,96
multiplexers,69,69
AND-OR/OR-AND,38,38
AND/OR/NAND/NOR,35,35
buffers and inverters,24,97
adder cells (fa/ha/maj),14,14
XOR/XNOR,13,13
[per-layer routing]
metal / vias up / routed length (µm) / share of wire [%] / track usage [%]
met1: 1343 / 4460 / 49 / 29.7
li1: 1181 / - / - / -
met5: - / 0 / 0 / 0
met4: 0 / 114 / 1.2 / 2.31
met3: 10 / 468 / 5.1 / 5.15
met2: 53 / 4140 / 45 / 27.1
[where the power goes]
| part | leakage (nW) | internal, mW | switching (mW) |
|---|---|---|---|
| logic | 1.11 | 2.30 | 1.53 |
| clock network | 0.136 | 0.680 | 0.554 |
| registers | 1.14 | 2.27 | 0.463 |
| total | 2.39 | 5.24 | 2.55 |
[final cells by class]
class,instances,share of cell area [%]
sequential,96,44.4
multi-input combinational,169,35.4
timing repair buffer,70,11.6
clock buffer,14,3.37
tap,136,3.14
clock inverter,6,1.66
inverter,7,0.484
[timing repair]
item / 4_1_cts / 5_1_grt
pin swaps: 18 / 20
cloned: 1 / 0
setup endpoints to repair: 9 / 10
resized: 52 / 25
buffers inserted: 9 / 12
[worst max-delay path, cell delays in order, from the launching register on]
cell	delay, ns
sky130_fd_sc_hd__dfrtp_2	0.44
sky130_fd_sc_hd__buf_6	0.13
sky130_fd_sc_hd__ha_4	0.16
sky130_fd_sc_hd__ha_4	0.17
sky130_fd_sc_hd__nor4_4	0.23
sky130_fd_sc_hd__nand2_2	0.14
sky130_fd_sc_hd__buf_6	0.16
sky130_fd_sc_hd__buf_4	0.13
sky130_fd_sc_hd__a41oi_2	0.14
sky130_fd_sc_hd__buf_2	0.12
[path summary, 6_finish.rpt]
kind	end	slack (ns)	depth (start not counted)
max	o_r_data[5]	0.005	9
min	u_fifo_mem.FIFO_MEM[2][4]$_DFFE_PN0P_	0.17	1
max reg2reg	u_fifo_mem.FIFO_MEM[0][7]$_DFFE_PN0P_	0.33	6
min reg2reg	u_r2w_sync.meta_flop[0]$_DFF_PN0_	0.25	0
max in group clk1	u_fifo_mem.FIFO_MEM[0][7]$_DFFE_PN0P_	0.33	6
max in group asynchronous	u_fifo_rd.rd_ptr[0]$_DFFE_PN0P_	1.43	1
min in group clk1	u_r2w_sync.meta_flop[0]$_DFF_PN0_	0.25	0
min in group clk0	u_w2r_sync.sync_op[3]$_DFF_PN0_	0.35	0
Power figures rest on the tool's default switching activity, not on a simulated workload.
